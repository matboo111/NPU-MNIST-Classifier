**design/flow/config.mk**
```make
export PLATFORM = sky130hd
export DESIGN_NAME = fifo
export DESIGN_NICKNAME = fifo
export VERILOG_FILES = /design/flow/design.v
export SDC_FILE = /design/flow/constraint.sdc
export NUM_CORES = 4
export LEC_CHECK = 1
export CORE_UTILIZATION = 30
```
**design/flow/constraint.sdc**
```tcl
current_design fifo

set clk_period 5.9
set clk_io_pct 0.2

create_clock -name clk0 -period $clk_period [get_ports {CLKEXT}]

set non_clock_inputs [all_inputs -no_clocks]
set_input_delay [expr $clk_period * $clk_io_pct] -clock clk0 $non_clock_inputs
set_output_delay [expr $clk_period * $clk_io_pct] -clock clk0 [all_outputs]
```
**design/flow/design.v**
```verilog
module fifo #(
    parameter DATA_WIDTH = 8,
    parameter DEPTH = 128
)(
    input  wire                  CLKEXT,
    input  wire                  RST,
    input  wire                  WR_EN,
    input  wire                  RD_EN,
    input  wire [DATA_WIDTH-1:0] DATA_IN,
    output reg  [DATA_WIDTH-1:0] DATA_OUT,
    output wire                  FULL,
    output wire                  EMPTY
);
    reg [DATA_WIDTH-1:0] mem [0:DEPTH-1];
    reg [$clog2(DEPTH)-1:0] wr_ptr, rd_ptr;
    reg [$clog2(DEPTH):0] fifo_count;
    assign FULL  = (fifo_count == DEPTH);
    assign EMPTY = (fifo_count == 0);
    assign count = fifo_count;
    always @(posedge CLKEXT or posedge RST) begin
        if (RST) begin
            wr_ptr <= 0;
            rd_ptr <= 0;
            fifo_count <= 0;
            DATA_OUT <= 0;
        end else begin
            if (WR_EN && !FULL) begin
                mem[wr_ptr] <= DATA_IN;
                wr_ptr <= wr_ptr + 1;
            end
            if (RD_EN && !EMPTY) begin
                DATA_OUT <= mem[rd_ptr];
                rd_ptr <= rd_ptr + 1;
            end
            case ({WR_EN && !FULL, RD_EN && !EMPTY})
                2'b10: fifo_count <= fifo_count + 1;
                2'b01: fifo_count <= fifo_count - 1;
                default: fifo_count <= fifo_count;
            endcase
        end
    end
endmodule
```
**design/flow/run.sh**
```bash
#!/bin/bash
# OpenROAD 26Q1-2900-gdf79404cd8, Yosys 0.63+post, stock flow scripts
make -C /OpenROAD-flow-scripts/flow DESIGN_CONFIG=/design/flow/config.mk WORK_HOME=/design/flow/orfs finish
```
==> PnR_summary.wiki <==
== Metrics ==
{| class="wikitable"
! Metric !! Value
|-
| Status || finished, violations left
|-
| Failing checks || max-capacitance violations, max-slew violations
|-
| Post-synth top area cell || sky130_fd_sc_hd__edfxtp_1
|-
| TritonCTS sink count || 1054
|-
| Cell count listed in synth_stat.txt || 2513
|-
| Max Clock Skew || roughly 0.064 ns
|-
| Max FO, Critical Path || 9
|-
| Async SR Flop Fraction || 0.02846
|-
| Die height || 370.9 um
|-
| Fraction of final layout cells with drive strength greater than 1 || 0.2135
|-
| Registers, synthesis || 1054
|-
| Count of input and output buffers || 21
|-
| Tot GR Track Use || 0.4203
|-
| Overall chip area || roughly 140000 um2
|-
| Vias per cell || 6.209
|-
| Global route total overflow || 0
|-
| Setup-violating endpoint count in the final report || 0
|-
| Total vias in the final route || a little under 30000
|-
| Peak ir drop on the vdd network || 0.2878 mV
|-
| Launching element type of the critical path || flop
|-
| Clock latency on the worst-skew pair || 0.81 ns
|-
| Top cell type by instance count after synthesis || sky130_fd_sc_hd__edfxtp_1
|-
| Total power || 21.67 mW
|-
| Buffers inserted during post-CTS setup optimization || 0
|-
| Number of buffers between clock root and the deepest sink || 3
|-
| Weighted congestion at the end of routability-driven global placement || 1.160
|-
| Number of warning messages in the logs || 32
|-
| Number of different library cells in the post-synthesis netlist || ~72
|-
| Path class of the lowest-slack min-delay path || flop to flop
|-
| Largest cells by area after synthesis || sky130_fd_sc_hd__edfxtp_1 (75%), sky130_fd_sc_hd__a22oi_1 (5.0%), sky130_fd_sc_hd__nor2_1 (2.2%)
|-
| CP arrival || about 5.4 ns
|-
| Top_reg_cell synth || sky130_fd_sc_hd__edfxtp_1
|-
| ANT nets after route || 0
|-
| Final min period || 4.771 ns
|-
| Area share, top type || 0.7533
|-
| Fmax || between 0.2 and 0.25 GHz
|-
| CTS clock-pin slew for the worst setup and hold paths || 0.07 ns
|-
| Maximum number of pins on one net before global-route repair || about 86
|-
| Remaining max-slew budget at the tightest pin || -0.01854
|-
| Half-perimeter wire length after placement || 192700 um
|-
| Number of global-route vias before repair || a little under 30000
|-
| Share of the yosys chip area belonging to registers || 0.7717
|-
| Leak pwr || about 17 nW
|-
| Most used standard cells in the synthesized netlist || sky130_fd_sc_hd__edfxtp_1 (1024), sky130_fd_sc_hd__a22oi_1 (271), sky130_fd_sc_hd__nor2_1 (237), sky130_fd_sc_hd__and3_1 (98), sky130_fd_sc_hd__clkbuf_1 (91)
|-
| CP Data Required Time || 6.57 ns
|-
| H-Tree Depth || 3
|-
| RSZ-0062 raised after global routing || no
|-
| Average cell area after synthesis || 16.24 um2
|-
| Endpoint type of the worst setup path || flop
|-
| Post-CTS sizing || 0
|-
| Core Area || 134300 um2
|-
| Count of mapped cells out of synthesis || 2513
|-
| Number of failing hold endpoints at the final stage || 0
|-
| Synthesis warning total || 3
|-
| Count of library flops with an enable pin || 1024
|-
| Remaining routing DRC violations || 0
|-
| Critical path class || flop to flop
|-
| Die Span X || between 300 and 400 um
|-
| Power density cells || around 430 nW/um2
|-
| Yosys stat area || 40820 um2
|-
| Slew of the pin with the lowest slew margin || 1.522 ns
|-
| Count of hold-fix buffers inserted at cts || 0
|-
| Clock Tree Root || sky130_fd_sc_hd__clkbuf_16
|-
| Final setup TNS || 0 ns
|-
| Init Core Util || 0.3039
|-
| Number of DRC markers in iteration 0 || 2940
|-
| WL/cell || 55.78 um
|-
| Synth-to-Final Area Change || 22.35%
|-
| Minimum hold slack || 0.5215 ns
|-
| TritonCTS clock tree || yes
|-
| Final Routed Wirelength || 267700 um
|-
| Tcrit/Tclk final || 0.8087
|-
| I/O pin cnt || 22
|-
| Number of max-cap violations || 1
|-
| Post-Route Utilization || 0.3719
|-
| Number of iterations in the first detailed-routing pass || 8
|-
| First-pass GRT wire length || 335000 um
|-
| Slew Limit Fails || 9
|-
| CTS buffer count || 115
|-
| Initial antenna violation count || 27
|-
| Syn Std Cell Area || between 40000 and 50000 um2
|-
| Std-Cell Rows || 134
|}
-- area by class of cell --
| class | count | area, um2 |
|---|---|---|
| fillers | 12440 | 84360 |
| flip-flops and latches | 1054 | 31500 |
| repair buffers | 406 | 3284 |
| multi-input cells | 1312 | 8901 |
| clock buffers | 141 | 3018 |
| well taps | 1768 | 2212 |
| inverters | 17 | 63.81 |
| diodes | 24 | 60.06 |
| clock inverters | 77 | 897.1 |
-- flip-flops by register name, summed over array words and instances (netlist names) --
signal and cells:
fifo_count 8, mem 1024, DATA_OUT 8, wr_ptr 7, rd_ptr 7
-- cell usage in the layout, fill, tap and decap left out, types with 30 or more instances in the layout --
| master | Yosys | final |
|---|---|---|
| sky130_fd_sc_hd__buf_4 | 0 | 376 |
| sky130_fd_sc_hd__clkbuf_16 | 0 | 117 |
| sky130_fd_sc_hd__nor2_1 | 237 | 207 |
| sky130_fd_sc_hd__nand2_1 | 51 | 50 |
| sky130_fd_sc_hd__nor2_2 | 2 | 31 |
| sky130_fd_sc_hd__a32oi_1 | 83 | 83 |
| sky130_fd_sc_hd__edfxtp_1 | 1024 | 1024 |
| sky130_fd_sc_hd__nand3_1 | 87 | 87 |
| sky130_fd_sc_hd__a22oi_1 | 271 | 271 |
| sky130_fd_sc_hd__and3_1 | 98 | 98 |
| sky130_fd_sc_hd__nor4_1 | 47 | 45 |
| sky130_fd_sc_hd__nand4_1 | 85 | 85 |
| sky130_fd_sc_hd__a22o_1 | 30 | 30 |
-- kinds of logic after synthesis --
family	share of synthesized area
muxes	0.003280
AOI/OAI and AO/OA	0.09910
DFF	0.7717
adders and majority gates	0.005088
xor gates and xnor gates	0.004506
buffers and inverters	0.01551
and+or+nand+nor	0.1008
-- path summary, 6_finish.rpt --
path	startpoint	to	slack [ns]	cells after the start
min in group asynchronous	RST	rd_ptr[0]	0.95	3
max in group asynchronous	RST	rd_ptr[5]	4.54	3
hold / removal	fifo_count[4]	fifo_count[4]	0.52	2
setup reg to reg	rd_ptr[0]	DATA_OUT[6]	1.13	11
setup / recovery	rd_ptr[0]	DATA_OUT[6]	1.13	11
hold reg to reg	fifo_count[4]	fifo_count[4]	0.52	2
-- per-stage QoR --
stage | area (um2) | worst slack, ns | instances
after CTS | 49880 | 1.351 | 4775
after detailed placement | 45970 | 1.193 | 4557
after global routing | 49900 | 1.201 | 4782
after global placement | 45930 | 0.8694 | 4554
after floorplan | 40820 | 2.015 | 2513
final | 49940 | 1.129 | 4799
-- critical path: stages (launching register included) --
cell	delay, ns
sky130_fd_sc_hd__dfrtp_1	0.41
sky130_fd_sc_hd__ha_1	0.43
sky130_fd_sc_hd__buf_4	0.28
sky130_fd_sc_hd__buf_4	0.20
sky130_fd_sc_hd__and4b_1	0.37
sky130_fd_sc_hd__and3_1	0.26
sky130_fd_sc_hd__a2111oi_0	0.44
sky130_fd_sc_hd__nand4_1	0.57
sky130_fd_sc_hd__nor4_1	0.96
sky130_fd_sc_hd__buf_4	0.27
sky130_fd_sc_hd__nand4_1	0.13
sky130_fd_sc_hd__o31a_1	0.30
-- power breakdown --
part / leakage [nW] / internal, mW / switching, mW
clock network: 1.90 / 4.39 / 3.25
logic: 5.22 / 1.35 / 4.08
registers: 9.55 / 8.39 / 0.209
-- routing by layer --
metal	GRT usage	share of wire
met1	0.4532	0.31
met2	0.5454	0.41
met4	0.2810	0.090
met5	0.06993	0.0051
met3	0.3458	0.19
Power and IR drop assume default switching activity.
