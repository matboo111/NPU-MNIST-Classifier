## design.v

```verilog
module auto_comparator (
    input  wire        CLKEXT,
    input  wire        RST_COMP,
    input  wire        EN_COMP,
    input  wire        TRIG,
    input  wire [15:0] IN1,
    input  wire [15:0] IN2,
    output reg  [15:0] LARGEST,
    output reg  [7:0]  INDEX
);
    reg [7:0] next_idx;
    always @(posedge CLKEXT or posedge RST_COMP) begin
        if (RST_COMP) begin
            LARGEST  <= 16'h8000;
            INDEX    <= 0;
            next_idx <= 1;
        end else if (EN_COMP && TRIG) begin
            if ($signed(IN1) > $signed(LARGEST) && $signed(IN1) >= $signed(IN2)) begin
                LARGEST <= IN1;
                INDEX   <= next_idx;
            end else if ($signed(IN2) > $signed(LARGEST)) begin
                LARGEST <= IN2;
                INDEX   <= next_idx;
            end
            next_idx <= next_idx + 1;
        end
    end
endmodule
```

## run.sh

```bash
#!/bin/bash
# OpenROAD 26Q1-2900-gdf79404cd8, Yosys 0.63+post, stock flow scripts
make -C /OpenROAD-flow-scripts/flow DESIGN_CONFIG=/design/flow/config.mk WORK_HOME=/design/flow/orfs finish
```

## config.mk

```make
export PLATFORM = sky130hd
export DESIGN_NAME = auto_comparator
export DESIGN_NICKNAME = auto_comparator
export VERILOG_FILES = /design/flow/design.v
export SDC_FILE = /design/flow/constraint.sdc
export NUM_CORES = 4
export LEC_CHECK = 1
export CORE_UTILIZATION = 50
```

## constraint.sdc

```tcl
current_design auto_comparator

set clk_period 9.8
set clk_io_pct 0.2

create_clock -name clk0 -period $clk_period [get_ports {CLKEXT}]

set non_clock_inputs [all_inputs -no_clocks]
set_input_delay [expr $clk_period * $clk_io_pct] -clock clk0 $non_clock_inputs
set_output_delay [expr $clk_period * $clk_io_pct] -clock clk0 [all_outputs]
```

==> notes.org <==
#+TITLE: Flow metrics

** Status
- The run finished with clean final reports.

** Power and ir drop
- The internal power of the cells totals 0.458 mW.
- Sw power :: 0.245 mW
- The report lists the power per cell area as 214 nW/um^2.
- Max rail drop VDD :: 0.000141 V
- The leakage power in the latest report is 1.58 nW.
- Combinational share of power :: 49.7%
- The flow reports that sequential cells draw 32.4% of the design power.
- Sw frac :: between 30% and 40%
- In this run, the clock network consumes between 10% and 20% of the power.

** Detailed routing
- Total routed wire length on the met1 layer :: 2920 um
- Detail Route Antenna Nets :: 0
- Per the detail_route report, vias per standard cell equal around 5.4.
- Wires add up to 5880 um.
- The number of antenna diodes in the final layout is 0.
- Top Layer Used :: met4
- For this block, the via count after detailed routing is 2180.
- DRC violation count after routing :: 0
- Drt first-iter violations :: 82
- Router iterations before antenna repair :: 4
- The routed design uses 351 um of met3 wire.
- Final routed wire length divided by cell count :: about 15 um
- Wire segments on met2 add up to between 2000 and 3000 um in the final route.

** Floorplanning
- According to the floorplan report, the placeable core area is 4820 sq um.
- Top-level port count :: ~60
- Die outline height :: between 70 and 80 um
- In the floorplan report the effective utilization is 53.2%.
- Floorplan die area :: about 5400 sq um
- After floorplanning, the core was divided into 25 placement rows.
- Horizontal die size :: 73.6 um

** Clock network
- CTS placed an instance of clkbuf_8 at the clock tree root.
- Level count of the clock H-tree :: 2
- CTS tree :: yes
- Maximum clock insertion buffer count :: 2
- The registers of the reported paths see a clock transition of 0.07 ns.
- After clock tree synthesis, the repair step resized 0 gates.
- The number of setup buffers added after CTS is 0.
- Worst-skew pair later-pin latency :: 0.29 ns
- The post-CTS hold buffer count recorded in the log is 0.
- The tree built by TritonCTS fans out to 32 sinks.
- Cts bufs inserted :: 5

** Yosys
- The synthesis report lists the Yosys warning total as 1.
- Number of different library cells in the post-synthesis netlist :: 31
- The chip area line in the Yosys stat output reads 2560 sq um.
- For reference, the post-synthesis area per instance comes to 9.28 sq um.
- Post-synth regs :: 32
- Synth Cell Area :: ~2600 sq um
- Yosys stat cell total :: 276
- Sequential cells were found to cover a little under a third of the synthesized design area.
- Counting every instance in the synthesized netlist gives approximately 280.

** Worst setup path
- Cell type of the slowest stage on the worst timing path :: a211o_1
- STA classifies the critical path endpoint as a flip-flop.
- Critical Path Source Type :: input port
- Crit path required time :: 9.97 ns
- The critical path is of the input port to flip-flop type.
- Crit-path cells :: clkdlybuf4s50_1, inv_1, ha_1, a211o_1, a21oi_1, nor3_1, nor4_1, mux2i_1, a211o_1, o21a_1, buf_4, mux2_2
- The timing report shows the most common cell along the critical path to be a211o_1.
- Highest fanout seen on the critical path :: 18
- The arrival time of data at the worst endpoint is listed as 5.56 ns.
- Delay of the slowest cell on the worst path :: 0.52 ns

** Placement
- Per the detailed placement report, the placed cell area equals 3180 sq um.
- The HPWL after detailed placement is 4470 um.
- Port Buffer Count :: 59
- Final estimated routing congestion in global placement :: between 0.9 and 1

** Global routing
- After global routing the overflow that remains totals 0.
- The number of antenna violations at the first check in global routing came to 0.
- First-pass GRT wire length :: 9230 um
- The via count of the first global-routing pass came to 1933.
- GRT Overall Usage :: 23.0%
- Pin count of the biggest net entering global routing :: 33

** Final layout
- Final core occ :: roughly 68%
- After routing the design area is 3290 sq um.
- Most frequent cells in the layout :: clkdlybuf4s50_1 (59), ha_1 (49), inv_1 (35)
- Share of cells above drive strength 1 :: 5.93%
- Growth of design area from synthesis to finish :: 28.3%
- Among logic cells in the layout, the one with the most instances is clkdlybuf4s50_1.

** Final timing
- Hold violation count in the final report :: 0
- Setup repair after global routing missed its margin :: false
- Crit path time final :: between 5 and 6 ns
- After routing, the total negative slack on setup checks comes to 0 ns.
- The pin closest to its max-slew limit shows a slew of roughly 0.77 ns.
- Max-slew headroom :: around 48%
- Counting pins that exceed their max-slew limit in the final report gives 0.
- Post-route period utilization is reported as 55.0%.
- Upper clock frequency limit :: 0.186 GHz
- Between clock sinks in the finished design, the worst skew comes to 0.0120 ns.
- Finish-stage setup viols :: 0

** Hold path
- Min-delay worst type :: flip-flop to flip-flop

** Flow run
- The run reported a max-capacitance violation count of 0.
- Warnings raised by the tools during the run amount to 26.
## area by class of cell
type	instances	area (sq um)
multi-input cells	200	1550
fillers	401	1530
flip-flops and latches	32	803
repair buffers	62	613
inverters	35	131
well taps	67	83.8
clock buffers	6	72.6
clock inverters	2	35.0
## per-stage QoR
| step | instances | setup WS [ns] | hold slack, ns | power [mW] |
|---|---|---|---|---|
| 6_report | 404 | 4.41 | 0.474 | 0.704 |
| 3_5_place_dp | 396 | 4.10 | 0.465 | 0.577 |
| 5_1_grt | 404 | 4.20 | 0.517 | 0.765 |
| 3_3_place_gp | 396 | 4.18 | 0.462 | 0.573 |
| 2_1_floorplan | 276 | 5.48 | 0.442 | 0.436 |
| 4_1_cts | 404 | 4.39 | 0.474 | 0.710 |
## synthesized netlist by cell type
library cell	instances	area [sq um]
o21a_1	2	15.0
ha_1	49	613
nand4_1	12	75.1
nand3_1	5	25.0
buf_6	6	67.6
inv_1	35	131
nand2_1	32	120
nor2_1	20	75.1
nor3_1	3	15.0
o21bai_1	1	7.51
mux2i_1	2	20.0
a31oi_1	1	6.26
nor2b_1	2	12.5
a221o_1	16	160
mux2_2	4	45.0
a211o_1	2	17.5
clkbuf_1	3	11.3
mux2_4	4	60.1
nor4_1	2	12.5
a21oi_1	21	105
o211ai_1	3	22.5
and2_1	1	6.26
o21ai_0	4	20.0
dfstp_2	2	52.6
a2111oi_0	1	8.76
xor2_1	2	17.5
or4_1	1	7.51
dfrtp_1	30	751
xnor2_1	5	43.8
a21o_1	4	30.0
nand3b_1	1	7.51
## worst paths after layout
| kind | start | to | slack (ns) | cells past startpoint |
|---|---|---|---|---|
| max in group asynchronous | RST_COMP | next_idx[0]$_DFFE_PP1P_ | 7.39 | 3 |
| min in group asynchronous | RST_COMP | LARGEST[8]$_DFFE_PP0P_ | 2.06 | 3 |
| setup / recovery | IN2[5] | INDEX[6]$_DFFE_PP0P_ | 4.41 | 12 |
| hold / removal | next_idx[7]$_DFFE_PP0P_ | next_idx[7]$_DFFE_PP0P_ | 0.47 | 1 |
| hold reg to reg | next_idx[7]$_DFFE_PP0P_ | next_idx[7]$_DFFE_PP0P_ | 0.47 | 1 |
| setup reg to reg | LARGEST[15]$_DFFE_PP1P_ | INDEX[6]$_DFFE_PP0P_ | 6.12 | 10 |
## kinds of logic (layout without fill, tap and decap cells)
| logic type | Yosys count | after routing | synth area share, % |
|---|---|---|---|
| XOR/XNOR | 7 | 7 | 2.39 |
| AND-OR/OR-AND | 55 | 55 | 15.3 |
| buffers and inverters | 44 | 105 | 8.20 |
| AND/OR/NAND/NOR | 79 | 79 | 13.9 |
| flip-flops | 32 | 32 | 31.3 |
| adder cells (fa/ha/maj) | 49 | 49 | 23.9 |
| multiplexers | 10 | 10 | 4.88 |
## per-layer routing
metal  vias to the layer above  track usage, %
li1                       1108               -
met1                      1007            37.5
met2                        63            33.8
met3                         2            4.30
met4                         0            1.71
met5                         -               0
## registers in the layout, indices dropped and copies added (netlist names)
name,cells
LARGEST,16
INDEX,8
next_idx,8
## worst max-delay path, delay by kind of cell
| kind | cells | cell delay [ns] |
|---|---|---|
| AOI/OAI and AO/OA | 4 | 1.47 |
| adders and majority gates | 1 | 0.29 |
| buffers and inverters | 3 | 0.89 |
| muxes | 2 | 0.58 |
| and+or+nand+nor | 2 | 0.38 |
## power by group through the flow
| stage | clock network (mW) | registers, mW | logic (mW) |
|---|---|---|---|
| 4_1_cts | 0.129 | 0.228 | 0.353 |
| 6_report | 0.126 | 0.228 | 0.350 |
| 5_1_grt | 0.137 | 0.234 | 0.394 |
No activity file was given, so power comes from the tool's default toggle rates.
