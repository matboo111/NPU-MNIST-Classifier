--- flow/config.mk ---
export PLATFORM = sky130hd
export DESIGN_NAME = input_buffer
export DESIGN_NICKNAME = input_buffer
export VERILOG_FILES = /design/flow/design.v
export SDC_FILE = /design/flow/constraint.sdc
export NUM_CORES = 4
export LEC_CHECK = 1
export CORE_AREA = 10 10 102 102
export DIE_AREA = 0 0 112 112
--- flow/constraint.sdc ---
current_design input_buffer

set clk_period 1.0
set clk_io_pct 0.2

create_clock -name clk0 -period $clk_period [get_ports {CLKEXT}]

set non_clock_inputs [all_inputs -no_clocks]
set_input_delay [expr $clk_period * $clk_io_pct] -clock clk0 $non_clock_inputs
set_output_delay [expr $clk_period * $clk_io_pct] -clock clk0 [all_outputs]
--- flow/run.sh ---
#!/bin/bash
# OpenROAD 26Q1-2900-gdf79404cd8, Yosys 0.63+post, stock flow scripts
make -C /OpenROAD-flow-scripts/flow DESIGN_CONFIG=/design/flow/config.mk WORK_HOME=/design/flow/orfs finish
--- flow/design.v ---
module ffd #(
    parameter WIDTH = 8
)(
    input  wire clk,
    input  wire rst,
    input  wire [WIDTH-1:0] d,
    output reg  [WIDTH-1:0] q
);
always @(posedge clk or posedge rst) begin
    if (rst)
        q <= {WIDTH{1'b0}};
    else
        q <= d;
end
endmodule
module input_buffer (
    input  wire       CLKEXT,
    input  wire       CLR_BUF_IN,
    input  wire       EN_BUF_IN,
    input  wire [7:0] DA,
    input  wire [7:0] DB,
    input  wire [7:0] DC,
    input  wire [7:0] DD,
    output wire [7:0] DA_OUT,
    output wire [7:0] DB_OUT,
    output wire [7:0] DC_OUT,
    output wire [7:0] DD_OUT
);
    wire [31:0] data_in;
    assign data_in = EN_BUF_IN ? {DA, DB, DC, DD} : 32'b0;
    ffd  #(
        .WIDTH(8)
    ) uut1 (
        .clk(CLKEXT),
        .rst(CLR_BUF_IN),
        .d(data_in[31:24]),
        .q(DA_OUT)
    );
    ffd #(
        .WIDTH(8)
    ) uut2 (
        .clk(CLKEXT),
        .rst(CLR_BUF_IN),
        .d(data_in[23:16]),
        .q(DB_OUT)
    );
    ffd #(
        .WIDTH(8)
    ) uut3 (
        .clk(CLKEXT),
        .rst(CLR_BUF_IN),
        .d(data_in[15:8]),
        .q(DC_OUT)
    );
    ffd #(
        .WIDTH(8)
    ) uut4 (
        .clk(CLKEXT),
        .rst(CLR_BUF_IN),
        .d(data_in[7:0]),
        .q(DD_OUT)
    );
endmodule
==> impl_metrics.py <==
# Physical implementation metrics
metrics = {
    "setup_path": {
        "cpMaxStageDelayCell": "dfrtp_1",
        "worst-path-buf-inv": 1,
        "cp_slowest_stage_delay_ns": 0.37,
        "cp-start-kind": "flip-flop",
        "crit_type": "reg2out",
        "cp.arrival_ns": 0.76,
        "path_cells": "buf_2",
        "required_ns": 0.80,
        "endpoint_kind": "primary output",
        "cp_max_fo": 1,
        "critical_path.top_delay_family": "flip-flops",
    },
    "synthesis": {
        "ys_cells": 68,
        "ys_types": 4,
        "mux_share": 0,
        "ys_chip_area_sq_um": 1060,
        "simple_gate_area_frac": 0.227,
        "syn_inst": 68,
        "ys_sh_aoi": 0,
        "adder_share": 0,
        "logic_family": "simple AND/OR/NAND/NOR gates",
        "syn_area_sq_um": 1060,
        "yosysWarnings": 1,
        "yosysSeqAreaShare": 0.756,
        "ys_ff": 32,
        "xor_area_frac": 0,
        "syn-mean-instance-area_sq_um": 15.6,
    },
    "global_route": {
        "grt_max_degree": 33,
        "gr-total-overflow": 0,
        "grt_antenna_before_repair": 0,
        "track_usage": 0.0491,
        "grt_first_pass_wirelength_mm": 4.97,
        "grt_pass1_vias": 839,
    },
    "timing": {
        "clock.fmax_ghz": 1.04,
        "final_max_slew_viol_count": 0,
        "worst_pin_slew_ns": 0.182,
        "min_period_ns": 0.961,
        "finalClockPeriodUsage": 0.961,
        "rsz0062_at_grt": "yes",
        "relSlewSlack": 0.879,
        "setup_violations": 0,
        "hold_viol_final": 0,
    },
    "cts": {
        "cts_root_buf": "clkbuf_8",
        "cts_tree": "built",
        "clock-sinks": 32,
        "cts.reportedPaths.clkPinSlew_ns": 0.07,
        "postCtsSetupBuffers": 0,
        "cts_hold_buffers": 0,
        "cts_buffer_depth": 2,
        "htreeDepth": 2,
        "cts_buffers": 5,
    },
    "power_and_ir_drop": {
        "finalPower_mw": 2.70,
        "irDropWorstVdd_mv": 0.450,
        "p_leak_nw": 0.876,
        "power.density_nw_per_um2": 1500,
    },
    "job": {
        "log.warning_count": 26,
        "maxCapViolations": 0,
    },
    "finish": {
        "lay_top_count": "clkdlybuf4s50_1",
        "lay_top_cells": "34 x clkdlybuf4s50_1, 32 x and2_2, 32 x buf_2, 32 x dfrtp_1, 6 x clkbuf_8",
        "utilization": 0.219,
        "syn2layout_area_growth_pct": 70.0,
        "drive_above_1_share": 0.514,
    },
    "floorplanning": {
        "die_h_um": 112,
        "row_count": 33,
        "core_sq_um": 8220,
        "fp.dieW_um": 112,
        "io_pins": 67,
        "die_area_sq_um": 12500,
        "initCoreUtil": 0.129,
    },
    "placed_design": {
        "port_buffers": 66,
        "routabilityCongestion": 0.668,
    },
    "hold_path": {
        "hold_path.class": "in2async",
    },
    "routing": {
        "diodes": 0,
        "drtIter0Drc": 4,
        "via_count": 738,
        "wire_per_inst_um": 12.8,
        "routed_wl_mm": 3.16,
        "ant_nets": 0,
        "viasPerCell": 2.99,
        "drcViolationCount": 0,
        "first_pass_iters": 2,
    },
    "run_status": {
        "outcome": "finished clean",
    },
}
-- where the power goes --
part	total [mW]	switching (mW)	internal [mW]
Sequential	1.37	0.0140	1.36
Clock	1.02	0.463	0.561
Combinational	0.299	0.0845	0.214
-- what timing repair did --
action                                 in CTS  in global routing
endpoints found under the hold margin       0                  0
setup endpoints to repair                  32                  3
gates resized                             101                  0
-- logic make-up after synthesis --
group         count (synthesis)
flops                        32
simple gates                 32
buf+inv                       4
-- per-layer routing --
metal  GRT usage  part of all wire  wire (um)  vias up
li1            -                 -          -      346
met1      0.0598              0.41       1300      355
met2      0.0769              0.48       1520       35
met3      0.0271              0.11        333        2
met4     0.00592            0.0025          8        0
met5           0                 0          0        -
-- stage by stage --
step | TNS (ns) | cell area (sq um) | setup WS, ns | std cells | hold WS [ns]
2_1_floorplan | 0 | 1060 | 0.109 | 68 | 0.316
3_5_place_dp | -4.08 | 1870 | -0.143 | 239 | 0.564
3_3_place_gp | -3.60 | 1870 | -0.122 | 239 | 0.563
6_report | 0 | 1800 | 0.0387 | 247 | 0.260
5_1_grt | -0.00822 | 1800 | -0.00505 | 247 | 0.268
4_1_cts | 0 | 1800 | 0.0126 | 247 | 0.256
-- sequential cells by signal, indices dropped and copies added, names as in the netlist --
signal and count:
uut3.q 8, uut4.q 8, uut2.q 8, uut1.q 8
-- synth_stat cells --
cell      count  area [sq um]
and2_2       32           240
inv_1         1          3.75
dfrtp_1      32           801
clkbuf_2      3          15.0
-- cell type report --
class                           count  area (sq um)
Multi-Input combinational cell     32           240
Inverter                            1          3.75
Fill cell                         877          6410
Clock buffer                        8          90.1
Sequential cell                    32           801
Timing Repair Buffer               69           536
Tap cell                          105           131
-- path summary, 6_finish.rpt --
check	cells past startpoint	start	end	slack [ns]
setup / recovery	1	uut2.q[3]$_DFF_PP0_	DB_OUT[3]	0.04
hold / removal	3	CLR_BUF_IN	uut3.q[0]$_DFF_PP0_	0.26
max in group asynchronous	3	CLR_BUF_IN	uut1.q[5]$_DFF_PP0_	0.57
min in group clk0	2	DA[1]	uut1.q[1]$_DFF_PP0_	0.51
Power and IR drop assume default switching activity.
